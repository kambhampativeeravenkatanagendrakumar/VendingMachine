<file path="./run.sh">
#!/bin/bash
# OpenROAD 26Q1-2900-gdf79404cd8, Yosys 0.63+post, stock flow scripts
make -C /OpenROAD-flow-scripts/flow DESIGN_CONFIG=/design/flow/config.mk WORK_HOME=/design/flow/orfs finish
</file>
<file path="./config.mk">
export PLATFORM = sky130hd
export DESIGN_NAME = Moore
export DESIGN_NICKNAME = Moore
export VERILOG_FILES = /design/flow/design.v
export SDC_FILE = /design/flow/constraint.sdc
export NUM_CORES = 4
export LEC_CHECK = 1
export CORE_AREA = 10 10 70 70
export DIE_AREA = 0 0 80 80
</file>
<file path="./constraint.sdc">
current_design Moore

set clk_period 1.2
set clk_io_pct 0.2

create_clock -name clk0 -period $clk_period [get_ports {clock}]

set non_clock_inputs [all_inputs -no_clocks]
set_input_delay [expr $clk_period * $clk_io_pct] -clock clk0 $non_clock_inputs
set_output_delay [expr $clk_period * $clk_io_pct] -clock clk0 [all_outputs]
</file>
<file path="./design.v">
`timescale 1ns / 1ps
module Moore(
    input clock,
    input reset,
    input fiveRupees,
    input tenRupees,
    input twentyFiveRupees,
    output reg theProduct
    );
    parameter State0 = 4'b0000;  
    parameter State1 = 4'b0001;  
    parameter State2 = 4'b0010;  
    parameter State3 = 4'b0011;  
    parameter State4 = 4'b0100;  
    parameter StateP = 4'b0101;  
    reg [3:0] currentState, nextState;
    always @(posedge clock or posedge reset) begin
        if (reset)
            currentState <= State0;
        else
            currentState <= nextState;
    end
    always @(*) begin
        case (currentState)
            State0: begin
                if (fiveRupees) nextState = State1;
                else if (tenRupees) nextState = State2;
                else if (twentyFiveRupees) nextState = StateP;
                else nextState = State0;
            end
            State1: begin
                if (fiveRupees) nextState = State2;
                else if (tenRupees) nextState = State3;
                else if (twentyFiveRupees) nextState = StateP;
                else nextState = State1;
            end
            State2: begin
                if (fiveRupees) nextState = State3;
                else if (tenRupees) nextState = State4;
                else if (twentyFiveRupees) nextState = StateP;
                else nextState = State2;
            end
            State3: begin
                if (fiveRupees) nextState = State4;
                else if (tenRupees || twentyFiveRupees) nextState = StateP;
                else nextState = State3;
            end
            State4: begin
                if (fiveRupees || tenRupees || twentyFiveRupees)
                    nextState = StateP;
                else nextState = State4;
            end
            StateP: nextState = State0;  
            default: nextState = State0;
        endcase
    end
    always @(*) begin
        case (currentState)
            StateP: theProduct = 1;
            default: theProduct = 0;
        endcase
    end
endmodule
</file>
==> run_results.csv <==
group,metric,value,unit
logic_synthesis,synth_top_cell_by_area,"dfrtp_1",
power_and_ir_drop,combinationalPowerShare,17.8,%
floorplan,dieArea,6400,µm²
global_routing,grt_max_degree,9,
logic_synthesis,synth_area_per_cell,9.69,µm²
run,warnings,25,
setup_path,crit_cells,1,
sta,setup_violations,0,
power_and_ir_drop,seqPwrFrac,46.9,%
setup_path,cp_slowest_cell,"dfrtp_1",
setup_path,critPathMaxStageDelay,370,ps
logic_synthesis,synth_flops,6,
setup_path,cp-end-kind,"primary output",
logic_synthesis,ys_cells,31,
cts,worstSkewPairLatency,240,ps
setup_path,start_kind,"flip-flop",
cts,cts-root-buf,"clkbuf_4",
detailed_routing,wl_per_cell,7.49,µm
final_layout,regMostFlops,"currentState",
cts,htreeDepth,1,
sta,maxSlewViolCount,0,
logic_synthesis,syn-cell-area,300,µm²
sta,clock_skew,0.0759,ps
setup_path,cp.required,960,ps
placement,io_buffer_count,5,
power_and_ir_drop,leakagePower,0.000173,µW
sta,finalCritPeriodShare,91.6,%
detailed_routing,drcViolationCount,0,
power_and_ir_drop,vdd_drop_max,0.316,mV
final_layout,area_growth,47.9,%
detailed_routing,drtIter0Drc,16,
sta,worstMarginPinSlew,241,ps
placement,gp_congestion,0.709,
power_and_ir_drop,power,556,µW
outcome,outcome,"finished, final reports clean",
floorplan,fp_util,8.79,%
logic_synthesis,ys_area,300,µm²
floorplan,core-area,3420,µm²
floorplan,chipWidth,80,µm
power_and_ir_drop,pwr-share-clk,35.4,%
power_and_ir_drop,p_int,419,µW
sta,layout_min_cycle_time,1100,ps
logic_synthesis,top_cells_by_area,"dfrtp_1 (42%), dfstp_2 (8.8%), nor3b_1 (7.5%), a21oi_1 (5.0%), nand2_1 (5.0%)",
setup_path,arrival,860,ps
setup_path,reg2reg_depth,3,
global_routing,grt_usage,2.51,%
cts,clkSlewWorstSetupHoldPaths,50,ps
final_layout,largest_reg_flops,6,
sta,fmax,910,MHz
global_routing,antenna_found_initial,0,
global_routing,grt_overflow,0,
logic_synthesis,syn_inst,31,
cts,cts_buffers,3,
run,maxCapViolCount,0,
cts,cts_sinks,6,
setup_path,crit_path_max_fanout,2,
final_layout,comb_area,126,µm²
setup_path,worstSetupPathType,"flip-flop to primary output",
sta,grt_setup_unrepaired,"no",
worst_hold_path,hold_path.class,"input pin to async pin",
setup_path,cp_top_family,"flip-flops",
sta,slew-limit-headroom,83.8,%
final_layout,layout-drive-gt1-share,26.8,%
logic_synthesis,ys_types,17,
global_routing,grt_pass1_vias,265,
floorplan,row_count,21,
sta,holdWs,210,ps
logic_synthesis,synth_warnings,1,
detailed_routing,avgViaCountPerCell,2.91,
power_and_ir_drop,power.density,1250,nW/µm²
detailed_routing,n_antenna_cell,0,
logic_synthesis,ys_seq_share,50.4,%
final_layout,utilization,13.0,%
detailed_routing,drt_wl_total,652,µm
power_and_ir_drop,switching_power,137,µW
setup_path,path_buffers,1,
power_and_ir_drop,switching_share,24.6,%
placement,dpl.hpwl,529,µm
floorplan,ios,6,
cts,cts_tree,"done",
final_layout,biggestRegsByFlops,"currentState (6)",
detailed_routing,firstDrtPassIters,2,
setup_path,path_cells,"dlygate4sd2_1",
global_routing,grt_pass1_wl,1260,µm
detailed_routing,final_antenna_net_count,0,
detailed_routing,vias,253,
cts,clock_path_buffers,2,
final_layout,fillCellCount,395,
logic_synthesis,netlist.area_leader.share,41.7,%
sta,hold_viol,0,
final_layout,seqCellArea,151,µm²
floorplan,die_h,80,µm
## synth_stat cells
| library cell | instances |
|---|---|
| a211o_1 | 1 |
| a211oi_1 | 1 |
| a21o_2 | 1 |
| a21oi_1 | 3 |
| a21oi_2 | 1 |
| buf_2 | 1 |
| buf_6 | 1 |
| dfrtp_1 | 5 |
| dfstp_2 | 1 |
| inv_1 | 3 |
| nand2_1 | 4 |
| nor2_1 | 1 |
| nor3_2 | 1 |
| nor3b_1 | 3 |
| nor4_1 | 1 |
| o21ai_0 | 1 |
| o21ai_1 | 2 |
## cell families (layout without fill, tap and decap cells)
group	Yosys count	after routing	share of synthesized area, %
AND/OR/NAND/NOR	10	10	19.2
buffers and inverters	5	15	9.16
flip-flops	6	6	50.4
AND-OR/OR-AND	10	10	21.2
## final timing paths
kind | startpoint | end | slack [ps]
max | currentState[4]$_DFF_PP0_ | theProduct | 100
max in group asynchronous | reset | currentState[0]$_DFF_PP1_ | 740
min reg2reg | currentState[4]$_DFF_PP0_ | currentState[0]$_DFF_PP1_ | 470
min | reset | currentState[5]$_DFF_PP0_ | 210
min in group clk0 | currentState[4]$_DFF_PP0_ | currentState[0]$_DFF_PP1_ | 470
max reg2reg | currentState[0]$_DFF_PP1_ | currentState[4]$_DFF_PP0_ | 130
## layer usage
metal	global-route usage, %	part of all wire [%]
met5	0	0
met2	3.53	47
met4	0.528	0
met3	1.59	6.7
met1	3.17	46
## layout make-up
cell class / instances / share of cell area, %
well taps: 46 / 13.0
inverters: 3 / 2.54
multi-input cells: 20 / 28.5
flip-flops and latches: 6 / 34.1
repair buffers: 8 / 16.1
clock buffers: 4 / 5.92
## placed cells by master (no fill, tap or decap), types with 2 or more instances in the layout
master / instances
nand2_1: 4
clkbuf_4: 3
clkdlybuf4s50_1: 4
a21oi_1: 3
buf_4: 3
nor3b_1: 2
dfrtp_1: 5
o21ai_1: 2
inv_1: 3
## power groups by stage
| stage | combinational (µW) | clock [µW] | sequential (µW) |
|---|---|---|---|
| 6_report | 98.8 | 197 | 261 |
| 4_1_cts | 98.6 | 207 | 261 |
| 5_1_grt | 113 | 229 | 267 |
## per-stage QoR
step / setup WS [ps] / cell area, µm² / setup TNS (ps) / instances
3_3_place_gp: -86.0 / 414 / -425 / 83
6_report: 101 / 444 / 0 / 87
5_1_grt: 40.1 / 444 / 0 / 87
4_1_cts: 80.7 / 439 / 0 / 87
2_1_floorplan: 170 / 300 / 0 / 31
3_5_place_dp: -97.7 / 414 / -463 / 83
## timing repair
action | 4_1_cts | 5_1_grt
gates resized | 1 | 1
setup endpoints to repair | 1 | 1
pin swaps | 0 | 0
hold buffers | 0 | 0
buffers inserted | 0 | 0
Power and IR drop assume default switching activity.
