## run.sh

```bash
#!/bin/bash
# OpenROAD 26Q1-2900-gdf79404cd8, Yosys 0.63+post, stock flow scripts
make -C /OpenROAD-flow-scripts/flow DESIGN_CONFIG=/design/flow/config.mk WORK_HOME=/design/flow/orfs finish
```

## constraint.sdc

```tcl
current_design Mealy

set clk_period 1.8
set clk_io_pct 0.2

create_clock -name clk0 -period $clk_period [get_ports {clock}]

set non_clock_inputs [all_inputs -no_clocks]
set_input_delay [expr $clk_period * $clk_io_pct] -clock clk0 $non_clock_inputs
set_output_delay [expr $clk_period * $clk_io_pct] -clock clk0 [all_outputs]
```

## design.v

```verilog
`timescale 1ns / 1ps
module Mealy(input clock,
    input reset,
    input fiveRupees,
    input tenRupees,
    input twentyFiveRupees,
    output theProduct
    );
parameter State0 = 3'b000;
parameter State1 = 3'b001;
parameter State2 = 3'b010;
parameter State3 = 3'b011;
parameter State4 = 3'b100;
reg [2:0] currentState, nextState;
reg product;
always @(posedge clock or posedge reset) begin
    if (reset)
        currentState <= State0;
    else
        currentState <= nextState;
end
always @(*) begin
    product = 0;  
    case (currentState)
        State0: begin
            if (fiveRupees) nextState = State1;
            else if (tenRupees) nextState = State2;
            else if (twentyFiveRupees) begin
                product = 1;
                nextState = State0;
            end
            else nextState = State0;
        end
        State1: begin
            if (fiveRupees) nextState = State2;
            else if (tenRupees) nextState = State3;
            else if (twentyFiveRupees) begin
                product = 1;
                nextState = State0;
            end
            else nextState = State1;
        end
        State2: begin
            if (fiveRupees) nextState = State3;
            else if (tenRupees) nextState = State4;
            else if (twentyFiveRupees) begin
                product = 1;
                nextState = State0;
            end
            else nextState = State2;
        end
        State3: begin
            if (fiveRupees) nextState = State4;
            else if (tenRupees) begin
                product = 1;
                nextState = State0;
            end
            else if (twentyFiveRupees) begin
                product = 1;
                nextState = State0;
            end
            else nextState = State3;
        end
        State4: begin
            if (fiveRupees || tenRupees || twentyFiveRupees) begin
                product = 1;
                nextState = State0;
            end
            else nextState = State4;
        end
    endcase
end
assign theProduct = product;
endmodule
```

## config.mk

```make
export PLATFORM = sky130hd
export DESIGN_NAME = Mealy
export DESIGN_NICKNAME = Mealy
export VERILOG_FILES = /design/flow/design.v
export SDC_FILE = /design/flow/constraint.sdc
export NUM_CORES = 4
export LEC_CHECK = 1
export CORE_AREA = 10 10 70 70
export DIE_AREA = 0 0 80 80
```

==> run_results.csv <==
group,metric,value,unit
clocking,path_clk_slew,0.04,ns
finish,logic_area,175,sq um
grt,grt_max_degree,8,
setup_path,crit_fanout,4,
finish,final_cell_mix,"buf_4, inv_1, clkbuf_4, dfrtp_1, dlxtn_1",
drt,routed-via-count,325,
floorplan,die_h,80,microns
floorplan,die_area,6400,sq um
finish,area_growth,81.9,%
finish,final_util,16.2,%
power,swShare,22.5,%
timing,untimed_endpoints,6,
finish,stdcell_count,102,
setup_path,cp_data_required_time,1.44,ns
clocking,cts_tree,"built",
drt,avgRoutedWirePerCell,7.64,microns
place,io_buffers,5,
timing,setup_ws,0.126,ns
logic_synthesis,ys_cells,33,
finish,regArea,120,sq um
place,postPlaceCellArea,493,sq um
setup_path,end_kind,"output pin",
timing,unclocked_pins,3,
grt,overflow,0,
timing,rsz0062_at_grt,"no",
drt,n_antenna_cell,0,
clocking,htree_num_levels,1,
power,combPwrFrac,18.3,%
timing,report.final.slew_viol_count,0,
outcome,status,"finished clean",
drt,drc,0,
power,p_seq_share,30.4,%
floorplan,rows,21,
setup_path,worst-setup-path-type,"reg -> out",
timing,holdWs,0.306,ns
grt,antenna_found_initial,0,
floorplan,die_x,80,microns
timing,period_minus_slack,1.67,ns
place,dpl.hpwl,602,microns
timing,max-slew-margin-rel,79.0,%
logic_synthesis,syn-cell-area,304,sq um
run,drv_cap,0,
timing,worst_pin_slew,0.311,ns
hold_path,holdCritPathClass,"in -> async",
drt,dr.pass1.iters,2,
setup_path,cp.arrival,1.31,ns
timing,fin_tns_setup,0,ns
drt,drt_iter0_drc,10,
power,p_leak,0.252,nW
power,p_clk_share,51.4,%
timing,finalSetupViolCount,0,
drt,via_per_inst,3.19,
place,gp_congestion,0.821,
logic_synthesis,yosys_warnings,1,
drt,wirelength,779,microns
timing,fmax,0.597,GHz
finish,lay_top_count,"buf_4",
logic_synthesis,ys_area,304,sq um
grt,grt_pass1_wl,1320,microns
place,dp_slack,-0.358,ns
setup_path,crit_start,"currentState[1]$_DFF_PP0_",
logic_synthesis,synth_cell_types,20,
clocking,clockBufferDepth,2,
logic_synthesis,netlist_instances,33,
timing,post-route-period-util,93.0,%
drt,ant_nets,0,
finish,fillers,379,
grt,grt_pass1_vias,316,
power,cell_internal_pwr,0.177,mW
grt,grt_usage,2.44,%
setup_path,setup.worst_path.start_class,"register",
place,placed_cells,95,
floorplan,core,3420,sq um
logic_synthesis,avgSynthCellArea,9.21,sq um
power,p_switching,0.0513,mW
power,ir_drop,0.000118,V
finish,drive_gt1_share,46.4,%
power,power_density,412,nW/um^2
power,power.total,0.228,mW
logic_synthesis,ys.flops,6,
run,warnings,25,
clocking,cts-root-buf,"clkbuf_4",
finish,final_area,553,sq um
floorplan,io_pins,6,
clocking,cts_buffers,3,
timing,finalHoldViolations,0,
floorplan,fp-utilization,8.90,%
-- synth_stat cells --
cell,number,area share (%)
dfrtp_1,3,25
dlxtn_1,3,15
inv_1,3,3.7
nor2b_1,3,6.2
a21oi_1,2,3.3
a32oi_1,2,5.8
nand2b_1,2,4.1
nor2_1,2,2.5
o21ai_0,2,3.3
a2111oi_2,1,4.9
a21o_1,1,2.5
a31o_1,1,2.9
a32o_1,1,3.3
and2b_2,1,2.9
buf_2,1,1.6
buf_6,1,3.7
nor4_1,1,2.1
nor4b_1,1,2.9
o22ai_1,1,2.1
or3b_1,1,2.9
-- what timing repair did --
item                                    4_1_cts  5_1_grt
gates resized                                 9        1
pin swaps                                     3        0
cloned                                        0        0
hold buffers                                  0        0
endpoints found under the setup margin        1        1
buffers inserted                              3        0
-- cell families (layout without fill, tap and decap cells) --
kind of cell           Yosys count  after routing  share of synthesized area (%)
AND-OR/OR-AND                   11             11                           28.0
AND/OR/NAND/NOR                 11             11                           23.5
buffers and inverters            5             28                           9.05
flip-flops                       3              3                           24.7
latches                          3              3                           14.8
-- final cells by class --
class                      instances  area share [%]
clock buffer                       4            4.75
inverter                           3            2.04
timing repair buffer              21            29.4
multi-input combinational         22            31.7
sequential                         6            21.7
tap                               46            10.4
-- power groups by stage --
stage,clock network [mW],logic [mW],registers [mW]
after global routing,0.132,0.0462,0.0692
final,0.117,0.0416,0.0692
after CTS,0.125,0.0423,0.0692
-- critical path: stages (launching register included) --
cell and delay (ns):
dfrtp_1 0.39, or3b_4 0.42, o22ai_2 0.16, clkbuf_2 0.11
-- state kept, by name, summed over array words and instances, names as in the netlist --
register,count
nextState,3
currentState,3
-- path summary, 6_finish.rpt --
path                       cells past startpoint                   endpoint  slack [ns]
hold / removal                                 2  currentState[0]$_DFF_PP0_        0.31
min in group clk0                              3                 theProduct        1.26
setup / recovery                               3                 theProduct        0.13
max in group asynchronous                      2  currentState[1]$_DFF_PP0_        1.37
-- per-layer routing --
metal,GRT usage [%],share of wire [%],up-vias,routed length (microns)
li1,-,-,168,-
met1,3.55,48,149,376
met2,3.37,45,6,349
met3,0.341,2.3,2,18
met4,1.23,4.5,0,35
met5,0,0,-,0
Power is estimated from default activity; no workload was simulated.
